<file path="/design/flow/run.sh">
#!/bin/bash
# OpenROAD 26Q1-2900-gdf79404cd8, Yosys 0.63+post, stock flow scripts
make -C /OpenROAD-flow-scripts/flow DESIGN_CONFIG=/design/flow/config.mk WORK_HOME=/design/flow/orfs finish
</file>
<file path="/design/flow/config.mk">
export PLATFORM = sky130hd
export DESIGN_NAME = fa_4bits
export DESIGN_NICKNAME = fa_4bits
export VERILOG_FILES = /design/flow/design.v
export SDC_FILE = /design/flow/constraint.sdc
export NUM_CORES = 4
export LEC_CHECK = 1
export CORE_AREA = 10 10 70 70
export DIE_AREA = 0 0 80 80
</file>
<file path="/design/flow/constraint.sdc">
current_design fa_4bits

set clk_period 3.0
set clk_io_pct 0.2

create_clock -name clk0 -period $clk_period

set non_clock_inputs [all_inputs -no_clocks]
set_input_delay [expr $clk_period * $clk_io_pct] -clock clk0 $non_clock_inputs
set_output_delay [expr $clk_period * $clk_io_pct] -clock clk0 [all_outputs]
</file>
<file path="/design/flow/design.v">
module and_gate (i0, i1, o);
    input   wire    i0, i1;    
    output  wire    o;
    assign  o = i0 & i1;
endmodule
module or_gate (i0, i1, o);
    input   wire    i0, i1; 
    output  wire    o;
    assign  o = i0 | i1;
endmodule
module not_gate (i, o);
	input  wire    i;	
	output wire    o;
	assign o = ~i;
endmodule
module xor_gate (i0, i1, o);
    input   wire    i0, i1;
    output  wire    o;
            wire    n0, n1;
            wire    i0n1, n0i1;
    not_gate NOT0 (.i(i0), .o(n0));
    not_gate NOT1 (.i(i1), .o(n1));
    and_gate AND0 (.i0(i0), .i1(n1), .o(i0n1));
    and_gate AND1 (.i0(n0), .i1(i1), .o(n0i1));
    or_gate OR (.i0(i0n1), .i1(n0i1), .o(o));
endmodule
module nand_gate (i0, i1, o);
    input   wire    i0, i1;    
    output  wire    o;
            wire    t;
    and_gate AND (.i0(i0), .i1(i1), .o(t));
    not_gate NOT (.i(t), .o(o));
endmodule
module and_3in (i0, i1, i2, o);
    input   wire    i0, i1, i2;
    output  wire    o;
    assign   o = i0 & i1 & i2;
endmodule
module and_4in (i0, i1, i2, i3, o);
    input   wire    i0, i1, i2, i3; 
    output  wire    o;
    assign  o = i0 & i1 & i2 & i3;
endmodule
module or_8in (i0, i1, i2, i3, i4, i5, i6, i7, o);
    input   wire    i0, i1, i2, i3, i4, i5, i6, i7;  
    output  wire    o;
    assign  o = i0 | i1 | i2 | i3 | i4 | i5 | i6 | i7;
endmodule
module mux_8to1 (i0, i1, i2, i3, i4, i5, i6, i7, s0, s1, s2, o);
    input   wire    i0, i1, i2, i3, i4, i5, i6, i7;
    input   wire    s0, s1, s2;
    output  wire    o;
            wire    n0, n1, n2;
            wire    m0, m1, m2, m3, m4, m5, m6, m7;
    not_gate NOT0 (.i(s0), .o(n0));
    not_gate NOT1 (.i(s1), .o(n1));
    not_gate NOT2 (.i(s2), .o(n2));
    and_4in AND0 (.i0(n0), .i1(n1), .i2(n2) , .i3(i0), .o(m0));
    and_4in AND1 (.i0(n0), .i1(n1), .i2(s2) , .i3(i1), .o(m1));
    and_4in AND2 (.i0(n0), .i1(s1), .i2(n2) , .i3(i2), .o(m2));
    and_4in AND3 (.i0(n0), .i1(s1), .i2(s2) , .i3(i3), .o(m3));
    and_4in AND4 (.i0(s0), .i1(n1), .i2(n2) , .i3(i4), .o(m4));
    and_4in AND5 (.i0(s0), .i1(n1), .i2(s2) , .i3(i5), .o(m5));
    and_4in AND6 (.i0(s0), .i1(s1), .i2(n2) , .i3(i6), .o(m6));
    and_4in AND7 (.i0(s0), .i1(s1), .i2(s2) , .i3(i7), .o(m7));
    or_8in OR (.i0(m0), .i1(m1), .i2(m2) , .i3(m3), .i4(m4), .i5(m5), .i6(m6) , .i7(m7), .o(o));
endmodule
module dec_3to8 (s0, s1, s2, o0, o1, o2, o3, o4, o5, o6, o7);
    input   wire    s0, s1, s2;
    output  wire    o0, o1, o2, o3, o4, o5, o6, o7;
            wire    n0, n1, n2;
    not_gate NOT0 (.i(s0), .o(n0));
    not_gate NOT1 (.i(s1), .o(n1));
    not_gate NOT2 (.i(s2), .o(n2));
    and_3in AND0 (.i0(n0), .i1(n1), .i2(n2) , .o(o0));
    and_3in AND1 (.i0(n0), .i1(n1), .i2(s2) , .o(o1));
    and_3in AND2 (.i0(n0), .i1(s1), .i2(n2) , .o(o2));
    and_3in AND3 (.i0(n0), .i1(s1), .i2(s2) , .o(o3));
    and_3in AND4 (.i0(s0), .i1(n1), .i2(n2) , .o(o4));
    and_3in AND5 (.i0(s0), .i1(n1), .i2(s2) , .o(o5));
    and_3in AND6 (.i0(s0), .i1(s1), .i2(n2) , .o(o6));
    and_3in AND7 (.i0(s0), .i1(s1), .i2(s2) , .o(o7));
endmodule
module f1_impl1(a, b, c, d, f1);
    input   wire    a, b, c, d;
    output  wire    f1;
            wire    not_a, not_b, not_d;
            wire    t0, t1, t2;
            wire    pi1, pi2, pi3;
    not_gate NOT0 (.i(b), .o(not_b));
    not_gate NOT1 (.i(d), .o(not_d));
    and_gate AND0 (.i0(not_b), .i1(not_d), .o(pi1));
    not_gate NOT2 (.i(a), .o(not_a));
    and_gate AND1 (.i0(not_a), .i1(b), .o(t0));
    and_gate AND2 (.i0(t0), .i1(c), .o(pi2));
    and_gate AND3 (.i0(a), .i1(c), .o(t1));
    and_gate AND4 (.i0(t1), .i1(d), .o(pi3)); 
    or_gate OR0 (.i0(pi1), .i1(pi2), .o(t2));
    or_gate OR1 (.i0(t2), .i1(pi3), .o(f1));  
endmodule
module f1_impl2(a, b, c, d, f1);
    input   wire    a, b, c, d;
    output  wire    f1;
            wire    not_a, not_b, not_d, a_or_not_b, not_a_and_b, not_a_or_not_c, a_and_c ;
            wire    pi1, pi2, pi3, not_pi1, not_pi2, not_pi3, pi1_or_pi2, not_pi1_and_not_pi2, pi1_or_pi2_or_pi3;
    nand_gate NAND0(.i0(b), .i1(b), .o(not_b));
    nand_gate NAND1(.i0(d), .i1(d), .o(not_d));
    nand_gate NAND2(.i0(not_b), .i1(not_d), .o(not_pi1));
    nand_gate NAND3(.i0(a), .i1(a), .o(not_a));
    nand_gate NAND4(.i0(not_a), .i1(b), .o(a_or_not_b));
    nand_gate NAND5(.i0(a_or_not_b), .i1(a_or_not_b), .o(not_a_and_b));
    nand_gate NAND6(.i0(not_a_and_b), .i1(c), .o(not_pi2));
    nand_gate NAND7(.i0(a), .i1(c), .o(not_a_or_not_c));
    nand_gate NAND8(.i0(not_a_or_not_c), .i1(not_a_or_not_c), .o(a_and_c));
    nand_gate NAND9(.i0(a_and_c), .i1(d), .o(not_pi3));
    nand_gate NAND10(.i0(not_pi1), .i1(not_pi2), .o(pi1_or_pi2));
    nand_gate NAND11(.i0(pi1_or_pi2), .i1(pi1_or_pi2), .o(not_pi1_and_not_pi2));
    nand_gate NAND12(.i0(not_pi1_and_not_pi2), .i1(not_pi3), .o(pi1_or_pi2_or_pi3));
    assign f1 = pi1_or_pi2_or_pi3;
endmodule
module f1_impl3(a, b, c, d, f1);
    input   wire    a, b, c, d;
    output  wire    f1;
            wire    not_d, d_and_not_d, d_or_not_d;
    not_gate NOT (.i(d), .o(not_d));
    and_gate AND (.i0(d), .i1(not_d), .o(d_and_not_d));  
    or_gate OR (.i0(d), .i1(not_d), .o(d_or_not_d));  
    mux_8to1 MUX (.i0(not_d), .i1(not_d), .i2(d_and_not_d), .i3(d_or_not_d), .i4(not_d), .i5(d_or_not_d), .i6(d_and_not_d), .i7(d), .s0(a), .s1(b), .s2(c), .o(f1));
endmodule
module f2_f3_impl (a, b, c, f2, f3);
    input   wire    a, b, c;
    output  wire    f2, f3;
            wire    m0, m1, m2, m3, m4, m5, m6, m7;
            wire    ab;
    dec_3to8 DEC (.s0(a), .s1(b), .s2(c), .o0(m0), .o1(m1), .o2(m2), .o3(m3), .o4(m4), .o5(m5), .o6(m6), .o7(m7)); 
    or_gate OR0 (.i0(m3), .i1(m5), .o(f2));  
    or_gate OR1 (.i0(m6), .i1(m7), .o(ab));    
    or_gate OR2 (.i0(m6), .i1(ab), .o(f3));   
endmodule
module ha_1bit(i0, i1, sum, carry);
    input   wire    i0, i1;
    output  wire    sum, carry;
    xor_gate XOR (.i0(i0), .i1(i1), .o(sum));
    and_gate AND (.i0(i0), .i1(i1), .o(carry));
endmodule
module fa_1bit(i0, i1, cin, cout, sum);
    input   wire    i0, i1, cin;
    output  wire    cout, sum;
            wire    s, c0, c1;
    ha_1bit OBHA0 (.i0(i0), .i1(i1), .sum(s), .carry(c0));
    ha_1bit OBHA1 (.i0(s), .i1(cin), .sum(sum), .carry(c1));
    or_gate OR (.i0(c0), .i1(c1), .o(cout));
endmodule
module fa_4bits (i0, i1, cin, cout, sum);
    input   wire    [3:0]   i0, i1;
    input   wire    cin;
    output  wire    [3:0]   sum;
    output  wire    cout;
            wire    cout0, cout1, cout2;
    fa_1bit OBFA0 (.i0(i0[0]), .i1(i1[0]), .cin(cin), .cout(cout0), .sum(sum[0]));
    fa_1bit OBFA1 (.i0(i0[1]), .i1(i1[1]), .cin(cout0), .cout(cout1), .sum(sum[1]));
    fa_1bit OBFA2 (.i0(i0[2]), .i1(i1[2]), .cin(cout1), .cout(cout2), .sum(sum[2]));
    fa_1bit OBFA3 (.i0(i0[3]), .i1(i1[3]), .cin(cout2), .cout(cout), .sum(sum[3]));
endmodule
module fa_8bits (i0, i1, cin, cout, sum);
    input   wire    [7:0]   i0, i1;
    input   wire    cin;
    output  wire    [7:0]   sum;
    output  wire    cout;
            wire    cout0, cout1, cout2, cout3, cout4, cout5, cout6;
    fa_1bit OBFA0 (.i0(i0[0]), .i1(i1[0]), .cin(cin), .cout(cout0), .sum(sum[0]));
    fa_1bit OBFA1 (.i0(i0[1]), .i1(i1[1]), .cin(cout0), .cout(cout1), .sum(sum[1]));
    fa_1bit OBFA2 (.i0(i0[2]), .i1(i1[2]), .cin(cout1), .cout(cout2), .sum(sum[2]));
    fa_1bit OBFA3 (.i0(i0[3]), .i1(i1[3]), .cin(cout2), .cout(cout3), .sum(sum[3]));
    fa_1bit OBFA4 (.i0(i0[4]), .i1(i1[4]), .cin(cout3), .cout(cout4), .sum(sum[4]));
    fa_1bit OBFA5 (.i0(i0[5]), .i1(i1[5]), .cin(cout4), .cout(cout5), .sum(sum[5]));
    fa_1bit OBFA6 (.i0(i0[6]), .i1(i1[6]), .cin(cout5), .cout(cout6), .sum(sum[6]));
    fa_1bit OBFA7 (.i0(i0[7]), .i1(i1[7]), .cin(cout6), .cout(cout), .sum(sum[7]));
endmodule
module add_subt_16bits (op0, op1, x, cout, result);
    input   wire    [15:0]  op0, op1;
    input   wire    x;
    output  wire    [15:0]  result;
    output  wire    cout;
            wire    c;
            wire    [15:0]  t;
    xor_gate XOR0 (.i0(op1[0]), .i1(x), .o(t[0]));
    xor_gate XOR1 (.i0(op1[1]), .i1(x), .o(t[1]));
    xor_gate XOR2 (.i0(op1[2]), .i1(x), .o(t[2]));
    xor_gate XOR3 (.i0(op1[3]), .i1(x), .o(t[3]));
    xor_gate XOR4 (.i0(op1[4]), .i1(x), .o(t[4]));
    xor_gate XOR5 (.i0(op1[5]), .i1(x), .o(t[5]));
    xor_gate XOR6 (.i0(op1[6]), .i1(x), .o(t[6]));
    xor_gate XOR7 (.i0(op1[7]), .i1(x), .o(t[7]));
    xor_gate XOR8 (.i0(op1[8]), .i1(x), .o(t[8]));
    xor_gate XOR9 (.i0(op1[9]), .i1(x), .o(t[9]));
    xor_gate XOR10 (.i0(op1[10]), .i1(x), .o(t[10]));
    xor_gate XOR11 (.i0(op1[11]), .i1(x), .o(t[11]));
    xor_gate XOR12 (.i0(op1[12]), .i1(x), .o(t[12]));
    xor_gate XOR13 (.i0(op1[13]), .i1(x), .o(t[13]));
    xor_gate XOR14 (.i0(op1[14]), .i1(x), .o(t[14]));
    xor_gate XOR15 (.i0(op1[15]), .i1(x), .o(t[15]));
    fa_8bits EBFA0 (.i0(op0[7:0]), .i1(t[7:0]), .cin(x), .cout(c), .sum(result[7:0]));
    fa_8bits EBFA1 (.i0(op0[15:8]), .i1(t[15:8]), .cin(c), .cout(cout), .sum(result[15:8]));      
endmodule
module b_minus_2a(a, b, cin, cout, o);
    input   wire    [15:0]  a,b;
    input   wire    cin;
    output  wire    [15:0]  o;
    output  wire    cout;
            wire    c1, c2, two_a;        
    not_gate NOT (.i(cin), .o(not_cin));
    and_gate AND (.i0(cin), .i1(not_cin), .o(cin_and_not_cin));  
    or_gate OR0 (.i0(cin), .i1(not_cin), .o(cin_or_not_cin));  
    add_subt_16bits OP1 (.op0(a), .op1(a), .x(cin_and_not_cin), .cout(c1), .result(two_a));
    add_subt_16bits OP2 (.op0(b), .op1(two_a), .x(cin_or_not_cin), .cout(c2), .result(o));   
    or_gate OR1 (.i0(c1), .i1(c2), .o(cout));
endmodule
</file>
==> changes_impl.md <==
### Changed

* Crit path max fanout at 1
* Startpoint of the worst setup timing path: cin
* Number of hold violations in the final report at 0
* Total of max-cap violations at 0
* Global-route total usage across every layer at 0.0125
* Post-DR vias/cell at 1.70
* Count of yosys warnings during synthesis at 0
* Standby leakage power at between 0.1 and 0.15 nW
* Height of the die at 80 um
* Yosys stat cell total at 18
* Total tool warning count at 32
* Cell taking the most area after synthesis: sky130_fd_sc_hd__fa_1
* Portion of total power attributed to the clock network at 0
* Logic depth of the worst setup path including buffers at 10
* Count of flip-flops and latches at 0
* CP arrival at 2.30 ns
* Class of the tightest hold or removal check: in2out
* Worst Tran Pin Value at 0.0942 ns
* Total DRC errors in the routed layout at 0
* Unique cell types at 3
* Switching component of the power at 0.0150 mW
* Largest voltage drop on the vdd net at 0.0407 mV
* DP Cell Count at between 70 and 80
* Result of the run: completed
* Global-route wire length before repair at 627 um
* Storage cell area at 0 um2
* Vias in the first global route at approximately 150
* Pre-Repair DR Iteration Count at 1
* Number of rows in the core area at 21
* Final core utilization at 0.0879
* Worst path required time at between 2 and 2.5 ns
* Final Wtd Congestion at 0.785
* Yosys-reported design area after synthesis at 148 um2
* Total detailed-routing wirelength at 419 um
* Mean Syn Cell Area at 8.20 um2
* CP Capture Type: output pin
* P_int at 0.0275 mW
* Combined buffer and inverter count along the critical path at 6
* DRC violation total after the first TritonRoute iteration at 0
* Final clock period utilization by the worst path at 0.968
* Post-synthesis instance area at 148 um2
* Unrepaired setup endpoints after global routing: no
* Antenna violations before repair at 0
* N_diodes at 0
* Area share of the largest cell type after synthesis at 0.542
* Critical-path cell list: buf_2 -> inv_2 -> fa_2 -> inv_2 -> fa_2 -> fa_2 -> inv_2 -> fa_2 -> inv_1 -> buf_2
* Sequential share of power at 0
* Number of non-filler instances in the completed layout at between 70 and 80
* Startpoint kind of the worst setup timing path: input port
* Most frequent CP cell: sky130_fd_sc_hd__fa_2
* Register area share after synthesis at 0
* Max-slew headroom at 0.937
* Leading cell types by count after synthesis: sky130_fd_sc_hd__inv_1 (10), sky130_fd_sc_hd__buf_4 (4), sky130_fd_sc_hd__fa_1 (4)
* Maximum number of pins on one net before global-route repair at 2
* Critical path destination: sum[3]
* CLK BUF at 0
* Starting density of the core at 0.0432
* Total gr overflow at 0
* CP delay by family, top: adder cells
* Overall die width at 80 um
* Cell with the largest stage delay on the worst path: sky130_fd_sc_hd__fa_2
* I/O pin cnt at 14
* Total number of vias at 126
* Largest cells by area after synthesis: sky130_fd_sc_hd__fa_1 (54%), sky130_fd_sc_hd__inv_1 (25%), sky130_fd_sc_hd__buf_4 (20%)
* Layout Area Growth over Synthesis at 103%
* Total of endpoints with negative setup slack in the final report at 0
* Quantity of hold-fixing buffers added after cts at 0
* ANT nets after route at 0
* Sw Ratio at 0.353
* Critical Path Max Stage Delay at ~0.42 ns
* Post-DP HPWL at 404 um
* Mean routed wirelength per cell at 5.66 um
* Layout cell share with drive strength beyond 1 at 0.464
* Startpoint of the tightest hold check path: i1[0]
* Ratio of total power to cell area at 142 nW/um2
* Gate count of the mapped netlist at 18
* Post-CTS setup-driven buffer insertion count at 0
* Minimum clock period at 2.90 ns
* Highest clock rate at 344 MHz
* Area inside the core boundary at 3420 um2
* Combinational share of power at 1.000
* Overall die area at 6400 um2
* Leading cell type by number of instances after synthesis: sky130_fd_sc_hd__inv_1
* Count of final max-slew check failures at 0
* Setup CP Type: in2out
* Tally of buffers added on design ports at 14
## tightest hold or removal path, stage by stage
cell and delay, ns:
sky130_fd_sc_hd__buf_2 0.10, sky130_fd_sc_hd__inv_2 0.04, sky130_fd_sc_hd__fa_2 0.18, sky130_fd_sc_hd__inv_1 0.04
sky130_fd_sc_hd__clkdlybuf4s50_1 0.40
## routing by layer
metal,track usage,up-vias,share of wire
met1,0.0220,52,0.60
li1,-,60,-
met3,0.00682,0,0.19
met4,0,0,0
met2,0.0120,14,0.20
met5,0,-,0
## per-stage QoR
step                      TNS, ns  hold WS, ns  cell area [um2]  power (mW)  setup WS, ns
after global routing            0         1.99              300      0.0497       0.00223
after floorplan                 0         1.42              148      0.0229         0.223
final                           0         1.96              300      0.0426        0.0958
after detailed placement    -1.58         2.24              315      0.0492        -0.709
after global placement      -1.43         2.25              315      0.0481        -0.661
after CTS                       0         1.96              300      0.0440        0.0178
## power groups by stage
stage | clock [mW] | combinational (mW) | sequential [mW]
4_1_cts | 0 | 0.0440 | 0
5_1_grt | 0 | 0.0497 | 0
6_report | 0 | 0.0426 | 0
## placed cells by master, fill, tap and decap left out
cell type                         synthesis  layout
sky130_fd_sc_hd__clkdlybuf4s50_1          0       6
sky130_fd_sc_hd__inv_1                   10       5
sky130_fd_sc_hd__buf_2                    0       4
sky130_fd_sc_hd__inv_2                    0       5
sky130_fd_sc_hd__fa_2                     0       4
sky130_fd_sc_hd__dlygate4sd2_1            0       4
## worst min path at each step
stage            end  cells past startpoint
CTS           sum[0]                      5
global route  sum[0]                      5
finish        sum[0]                      5
## logic make-up after synthesis
kind of cell / synth area share
buffers and inverters: 0.458
adders and majority gates: 0.542
## repair_timing
item,CTS,global route
gates cloned,0,0
endpoints found under the setup margin,4,1
gates resized,27,0
pin swaps,4,3
## final cells by class
class | instances | area, um2
well taps | 46 | 57.6
multi-input cells | 4 | 90.1
repair buffers | 14 | 115
fillers | 407 | 3120
inverters | 10 | 37.5
Power and IR drop assume default switching activity.
